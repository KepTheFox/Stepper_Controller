[flow/config.mk]
export PLATFORM = sky130hd
export DESIGN_NAME = stepper_controller
export DESIGN_NICKNAME = stepper_controller
export VERILOG_FILES = /design/flow/design.v
export SDC_FILE = /design/flow/constraint.sdc
export NUM_CORES = 4
export LEC_CHECK = 1
export CORE_AREA = 10 10 70 70
export DIE_AREA = 0 0 80 80
[flow/constraint.sdc]
current_design stepper_controller

set clk_period 2.2
set clk_io_pct 0.2

create_clock -name clk0 -period $clk_period [get_ports {clk}]

set non_clock_inputs [all_inputs -no_clocks]
set_input_delay [expr $clk_period * $clk_io_pct] -clock clk0 $non_clock_inputs
set_output_delay [expr $clk_period * $clk_io_pct] -clock clk0 [all_outputs]
[flow/design.v]
module stepper_controller (
input clk,
input reset,
input reverse,
output reg [3:0] step_out
);
parameter IDLE = 4'b0000;
parameter S0 = 4'b0001;
parameter S1 = 4'b0011;
parameter S2 = 4'b0010;
parameter S3 = 4'b0110;
parameter S4 = 4'b0100;
parameter S5 = 4'b1100;
parameter S6 = 4'b1000;
parameter S7 = 4'b1001;
reg [3:0] state;
always @(posedge clk) begin
    case(state)
        IDLE: begin
            step_out = IDLE;
            state = IDLE;
        end
        S0: begin
           step_out = S0;
           if (reverse == 0) begin
               state = S1;
           end
           else begin
               state = S7;
           end
        end
        S1: begin
            step_out = S1;
            if (reverse == 0) begin
               state = S2;
           end
           else begin
               state = S0;
           end
        end
        S2: begin
            step_out = S2;
            if (reverse == 0) begin
               state = S3;
           end
           else begin
               state = S1;
           end
        end
        S3: begin
            step_out = S3;
            if (reverse == 0) begin
               state = S4;
           end
           else begin
               state = S2;
           end
        end
        S4: begin
            step_out = S4;
            if (reverse == 0) begin
               state = S5;
           end
           else begin
               state = S3;
           end
        end
        S5: begin
            step_out = S5;
            if (reverse == 0) begin
               state = S6;
           end
           else begin
               state = S4;
           end
        end
        S6: begin
            step_out = S6;
            if (reverse == 0) begin
               state = S7;
           end
           else begin
               state = S5;
           end
        end
        S7: begin
            step_out = S7;
            if (reverse == 0) begin
               state = S0;
           end
           else begin
               state = S6;
           end
        end
        default: begin
            state=S0;
        end
    endcase
end
endmodule
[flow/run.sh]
#!/bin/bash
# OpenROAD 26Q1-2900-gdf79404cd8, Yosys 0.63+post, stock flow scripts
make -C /OpenROAD-flow-scripts/flow DESIGN_CONFIG=/design/flow/config.mk WORK_HOME=/design/flow/orfs finish
==> results.json <==
{
  "antenna_found_initial": 0,
  "cp-end-kind": "primary output",
  "grt_usage_pct": 1.655,
  "detail_route.iter0.violations": 29,
  "cts.sinks": 8,
  "synth-xor-area-share_pct": 0,
  "worstSetupPathType": "flip-flop to primary output",
  "grt_max_degree": 11,
  "rsz0062_at_grt": "false",
  "holdCritPathClass": "flip-flop to flip-flop",
  "cts_tree": "done",
  "postRouteAntennaNets": 0,
  "crit_arrival_ns": 1.02,
  "ys.flops": 8,
  "root_buffer": "clkbuf_4",
  "clkSlewWorstSetupHoldPaths_ns": 0.06,
  "ys_sh_simple_pct": 28.09,
  "cts.htree.levels": 1,
  "worst-path-buf-inv": 1,
  "log.warning_count": 26,
  "clk_latency_ns": 0.25,
  "avgSynthCellArea_um2": 11.34,
  "clockBufferDepth": 2,
  "hold_depth": 2,
  "cts-resized-gates": 0,
  "worstPathCellList": "clkdlybuf4s50_1",
  "avgViaCountPerCell": 2.918,
  "min-delay-start": "state[0]$_DFF_P_",
  "area_delta_synth_final_pct": 26.76,
  "worstHoldEndpoint": "state[0]$_DFF_P_",
  "peakVddDrop_uv": 170.0,
  "fp.dieW_um": 80,
  "cts_inserted_buffers": 3,
  "io_buffers": 5,
  "cp_max_fo": 1,
  "status": "complete, no violations",
  "worstRegToRegCells": 2,
  "p_leak_uw": 0.0001544,
  "period_used_pct": 66.59,
  "start_kind": "flip-flop",
  "cap_viol_max_count": 0,
  "route.detailed.drc": 0,
  "dp_hpwl_um": 407.5,
  "coreArea_um2": 3416,
  "n_antenna_cell": 0,
  "relSlewSlack_pct": 75.64,
  "ys_top_logic_family": "simple AND/OR/NAND/NOR gates",
  "timing.rr.end": "step_out[1]$_DFFE_PP_",
  "rrSetupSlack_ns": 0.96,
  "required_ns": 1.76,
  "drt_first_pass_iters": 2,
  "finalHoldViolations": 0,
  "ios": 7,
  "wl_per_cell_um": 6.682,
  "cpMaxStageDelayCell": "clkdlybuf4s50_1",
  "ys_sh_adder_pct": 0,
  "die_h_um": 80,
  "critical_path.top_delay_family": "buffers and inverters",
  "finalWeightedCongestion": 0.6860,
  "yosysCellCount": 33,
  "slowest_delay_ns": 0.46,
  "r2r_start": "state[2]$_DFF_P_",
  "max_freq_ghz": 0.6826,
  "grt_pass1_wl_um": 924,
  "fillers": 389,
  "first_global_vias": 225,
  "power_density_nw_per_um2": 1333,
  "yosys_warnings": 1,
  "finClkSkew_ns": 0.002667,
  "fin_setup_tns_ns": 0,
  "final_util_pct": 13.88,
  "mux_area_share_pct": 0,
  "vias": 248,
  "period_needed_ns": 1.465,
  "synth_area_um2": 374.1,
  "worstMarginPinSlew_ns": 0.3641,
  "finalSetupViolations": 0,
  "fp_util_pct": 10.95,
  "postCtsSetupRepairBufs": 0,
  "chipArea_um2": 6400,
  "final-max-slew-violation-count": 0,
  "synth.cellmix.compoundShare_pct": 9.365,
  "wl_um": 568,
  "yosysSeqAreaShare_pct": 53.51,
  "syn-instance-count": 33,
  "holdBufCountCts": 0,
  "synth.lib_cells_used.distinct": 13,
  "yosys-stat-area_um2": 374.1,
  "drive_above_1_share_pct": 7.692,
  "grt_overflow_total": 0,
  "row_count": 21
}
layout by cell type, fill, tap and decap left out:
| cell type | n |
|---|---|
| clkdlybuf4s50_1 | 5 |
| nor3b_1 | 4 |
| dfxtp_1 | 4 |
| edfxtp_1 | 4 |
| nor2_1 | 3 |
| nor2b_1 | 3 |
| nor3_1 | 3 |
| a2111oi_1 | 3 |
| clkbuf_4 | 3 |
| and2_1 | 2 |
| nand2_1 | 1 |
| and3b_1 | 1 |
| a21oi_1 | 1 |
| nand3_1 | 1 |
| clkbuf_1 | 1 |
routing by layer:
layer  global-route usage (%)  vias up  share of wire (%)
li1                         -      130                  -
met5                        0        -                  0
met1                    1.829      109                 40
met2                    2.408        7                 43
met3                   0.9091        2                 13
met4                    1.056        0                2.6
worst min-delay path: cells and delay by family (launching register included):
kind,cells,cell delay [ns]
flops,1,0.38
simple gates,2,0.15
worst max path at each step:
stage	startpoint	depth (start not counted)	end
after global routing	step_out[3]$_DFFE_PP_	1	step_out[3]
final	step_out[3]$_DFFE_PP_	1	step_out[3]
after CTS	step_out[3]$_DFFE_PP_	1	step_out[3]
metrics by stage:
stage	std cells	area (um2)	hold WS, ns	total power (uW)	worst slack (ns)
2_1_floorplan	33	374.1	0.5048	473.9	1.035
3_3_place_gp	81	447.9	0.5522	508.6	0.6429
3_5_place_dp	81	447.9	0.5729	518.4	0.5727
4_1_cts	85	474.2	0.5875	642.1	0.7135
5_1_grt	85	474.2	0.6337	687.1	0.6853
6_report	85	474.2	0.5854	632.2	0.7351
flip-flops by register name, summed over array words and instances, names as in the netlist:
register and count:
state 4, step_out 4
cells in the mapped netlist (all sizes together):
cell	count	share of area [%]
nand3	1	1.3
nor3	3	4.0
buf	3	9.0
nor2b	3	5.0
a2111oi	3	8.0
nor2	3	3.0
edfxtp	4	32
dfxtp	4	21
nand2	1	1.0
nor3b	4	8.0
and2	2	3.3
a21oi	1	1.3
and3b	1	2.3
kinds of logic (layout without fill, tap and decap cells):
family          Yosys count  in the layout
flops                     8              8
simple gates             18             18
buf+inv                   3              9
compound gates            4              4
area by class of cell:
type	count	area, um2	area share, %
clock buffers	4	26.28	5.541
multi-input cells	22	140.1	29.55
flip-flops and latches	8	200.2	42.22
well taps	46	57.56	12.14
repair buffers	5	50.05	10.55
where the power goes:
group | switching, uW | internal [uW] | total [uW]
Combinational | 64.0 | 128 | 192
Clock | 50.3 | 69.4 | 120
Sequential | 76.8 | 244 | 321
Total | 191 | 441 | 632
Power figures rest on the tool's default switching activity, not on a simulated workload.
